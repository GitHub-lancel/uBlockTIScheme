### design/flow/run.sh
#!/bin/bash
# OpenROAD 26Q1-2900-gdf79404cd8, Yosys 0.63+post, stock flow scripts
make -C /OpenROAD-flow-scripts/flow DESIGN_CONFIG=/design/flow/config.mk WORK_HOME=/design/flow/orfs finish
### design/flow/config.mk
export PLATFORM = sky130hd
export DESIGN_NAME = GSharedSbox
export DESIGN_NICKNAME = GSharedSbox
export VERILOG_FILES = /design/flow/design.v
export SDC_FILE = /design/flow/constraint.sdc
export NUM_CORES = 4
export LEC_CHECK = 1
export CORE_AREA = 10 10 70 70
export DIE_AREA = 0 0 80 80
### design/flow/constraint.sdc
current_design GSharedSbox

set clk_period 1.0
set clk_io_pct 0.2

create_clock -name clk0 -period $clk_period [get_ports {clk}]

set non_clock_inputs [all_inputs -no_clocks]
set_input_delay [expr $clk_period * $clk_io_pct] -clock clk0 $non_clock_inputs
set_output_delay [expr $clk_period * $clk_io_pct] -clock clk0 [all_outputs]
### design/flow/design.v
`timescale 1ns / 1ps
module GSharedSbox(
	input				clk,
	input	[03:00]		d0c0b0a0,
	input	[03:00]		d1c1b1a1,
	input	[01:00]		guards,
	output	[03:00]		h0g0f0e0,
	output	[03:00]		h1g1f1e1
    );
	wire 				d0, d1;
	wire 				c0, c1;
	wire 				b0, b1;
	wire 				a0, a1;
	wire				ra;
	wire				rb;
	wire				e0, e1;
	wire				f0, f1;
	wire				f2, f3;
	wire				g0, g1;
	wire				g2, g3;
	wire				h0, h1;
	reg					e0_r, e1_r;
	reg					f0_r, f1_r;
	reg					f2_r, f3_r;
	reg					g0_r, g1_r;
	reg					g2_r, g3_r;
	reg					h0_r, h1_r;
	wire				f0f1, f2f3;
	wire				g0g1, g2g3;
	assign rb = guards[1];
	assign ra = guards[0];
	assign d0 = d0c0b0a0[3];
	assign c0 = d0c0b0a0[2];
	assign b0 = d0c0b0a0[1];
	assign a0 = d0c0b0a0[0];
	assign d1 = d1c1b1a1[3];
	assign c1 = d1c1b1a1[2];
	assign b1 = d1c1b1a1[1];
	assign a1 = d1c1b1a1[0];
	assign e0 = a0;
	assign e1 = a1;
	assign f0 = (a0 & d0)                ^ ra;
	assign f1 = (a0 & d1) ^ a0 ^ b0      ^ ra;
	assign f2 = (a1 & d0) ^ d0           ^ ra;
	assign f3 = (a1 & d1) ^ a1 ^ b1 ^ d1 ^ ra;
	assign g0 = (a0 & b0) ^ 1'b1	^ rb;
	assign g1 = (a0 & b1) ^ d1 		^ rb;
	assign g2 = (a1 & b0) ^ c0 		^ rb;
	assign g3 = (a1 & b1) ^ c1 ^ d1 ^ rb;
	assign h0 = c1 ^ d1;
	assign h1 = c1 ^ d0;
	always @(posedge clk) e0_r <= e0;
	always @(posedge clk) e1_r <= e1;
	always @(posedge clk) f0_r <= f0;
	always @(posedge clk) f1_r <= f1;
	always @(posedge clk) f2_r <= f2;
	always @(posedge clk) f3_r <= f3;
	always @(posedge clk) g0_r <= g0;
	always @(posedge clk) g1_r <= g1;
	always @(posedge clk) g2_r <= g2;
	always @(posedge clk) g3_r <= g3;
	always @(posedge clk) h0_r <= h0;
	always @(posedge clk) h1_r <= h1;
	assign f0f1 = f0_r ^ f1_r;
	assign f2f3 = f2_r ^ f3_r;
	assign g0g1 = g0_r ^ g1_r;
	assign g2g3 = g2_r ^ g3_r;
	assign h0g0f0e0 = {h0_r, g0g1, f0f1, e0_r};
	assign h1g1f1e1 = {h1_r, g2g3, f2f3, e1_r};
endmodule
==> job_summary.md <==
### Flow metrics

| Metric | Value |
|---|---|
| Diode count | 0 |
| H-tree depth | 1 |
| Hold buffers post-CTS | 0 |
| Hold path depth | 3 |
| Boundary Pins | 19 |
| Relative slew slack | 87.2% |
| Hold Crit Class | in2reg |
| Comb area leader | XOR/XNOR gates |
| Final setup violating endpoints | 4 |
| Seq pwr share | 48.3% |
| Registers, synthesis | 12 |
| I/O Buffers | 18 |
| Net Sw Power | 0.258 mW |
| Most common reg cell | dfxtp_1 |
| Peak supply drop | 0.667 mV |
| Final worst slack | -0.0520 ns |
| Initial DRT Pass Iterations | 4 |
| Internal power | 0.926 mW |
| Largest cells by area after synthesis | dfxtp_1 (46%), xor2_1 (15%), xnor2_1 (12%) |
| Post-synthesis cell area | 517 sq um |
| Top post-synthesis cells by count | dfxtp_1 (12), xor2_1 (9), buf_4 (8) |
| Die Ht | 80 microns |
| Total negative slack | -0.171 ns |
| Worst Path Buf+Inv | 1 |
| Synth Instances | 46 |
| Hold Vio Cnt, Final | 0 |
| CP max-delay cell | dfxtp_2 |
| Hold endpoint | g0_r |
| Chip area | 6400 sq um |
| Log Warnings | 27 |
| Top area contributor share | 46.5% |
| Fin. max-slew vios | 0 |
| Floorplan Utilization | 15.1% |
| Inserted Clock Buffers | 3 |
| GPL Wtd Cong | 0.746 |
| Core ar. | 3420 sq um |
| Worst Setup Start Kind | flip-flop |
| Unique cell types | 10 |
| CTS tree | done |
| Yosys synthesis chip area | 517 sq um |
| Final ANT Viol Nets | 0 |
| Cells in synth_stat.txt | 46 |
| Largest net degree at the start of global routing | 8 |
| Fmax | 951 MHz |
| Crit end category | output port |
| RSZ-0062 raised after global routing | yes |
| CP max FO | 1 |
| First-pass GRT wire length | 1660 microns |
| Tot GR Track Use | 3.36% |
| Initial antenna violation count | 0 |
| Clk sinks | 12 |
| Worst Tran Pin Value | 0.191 ns |
| Required @ worst endpoint | 0.80 ns |
| Initial DRC Count | 7 |
| Final cycle utilization of the critical path | 105% |
| Post-synth mux share | 0% |
| Failing checks | setup timing |
| Fill cells | 392 |
| Synth Area per Inst | 11.2 sq um |
| Crit path kind | reg2out |
| Crit path cell chain | xor2_1 > buf_2 |
| Post CTS Setup Buffer Count | 0 |
| Logic pwr share | 19.5% |
| PD cells | 1570 nW/um^2 |
| Final wirelength | 1030 microns |
| Row cnt | 21 |
| Die W | 80 microns |
| Status | complete, but fails checks |
| And+or+nand+nor area frac | 7.26% |
| Count of library flops with an enable pin | 0 |
| Leading area contributor after synthesis | dfxtp_1 |
| Clock power share | 32.2% |
| Synth warn | 1 |
| Leakage | 0.316 nW |
| Layout cells sized above 1 | 40.0% |
| Area post-placement | 732 sq um |
| Yosys adder share | 0% |
| Largest stage delay on the critical path | 0.32 ns |
| Finished Cell Area | 753 sq um |
| XOR Share, Synth | 34.6% |
| Hold Crit Start | guards[1] |
| Area Growth Syn to Fin | 45.8% |
| Clock Tree Root | clkbuf_4 |
| CP top delay family | flip-flops |
| CP arrival | 0.85 ns |
| Clock transition at path regs | 0.08 ns |
| Worst-case clock buffer depth | 2 |
| Crit. path cell count | 2 |
| GRT overflow | 0 |
| Number of global-route vias before repair | 378 |
| Post-synthesis sequential area ratio | 46.5% |
| DRC viols | 0 |
| Avg WL per Cell | 9.27 microns |
| Vias per cell | 3.00 |
| MaxCap Viol Count | 0 |
| Sw frac | 21.8% |
| Vias | 333 |
| Post-synthesis compound-gate area fraction | 0% |
| Min Tclk post-route | 1.05 ns |
| Asr flop ratio synth | 0% |
| Most common cell in the netlist | dfxtp_1 |
[cell type report]
| class | instances | area (sq um) | area share (%) |
|---|---|---|---|
| timing repair buffer | 23 | 190 | 25.2 |
| tap | 46 | 57.6 | 7.64 |
| sequential | 12 | 253 | 33.6 |
| multi-input combinational | 26 | 216 | 28.7 |
| clock buffer | 4 | 36.3 | 4.82 |
[power groups by stage]
stage	combinational, mW	sequential, mW	clock (mW)
after CTS	0.244	0.571	0.388
after global routing	0.259	0.580	0.413
final	0.231	0.572	0.381
[routing by layer]
metal | track usage [%] | vias up | part of all wire (%)
met5 | 0 | - | 0
met3 | 2.39 | 2 | 11
li1 | - | 168 | -
met2 | 5.14 | 16 | 41
met1 | 3.94 | 147 | 47
met4 | 0.176 | 0 | 0.49
[flip-flops by register name, summed over array words and instances (netlist names)]
name and cells:
e0_r 1, e1_r 1, f0_r 1, f1_r 1, f2_r 1, f3_r 1
g0_r 1, g1_r 1, g2_r 1, g3_r 1, h0_r 1, h1_r 1
[worst max path at each step]
| stage | startpoint | end | slack (ns) |
|---|---|---|---|
| after CTS | g1_r | h0g0f0e0[2] | -0.09 |
| after global routing | g2_r | h1g1f1e1[2] | -0.12 |
| final | g1_r | h0g0f0e0[2] | -0.05 |
[stage by stage]
| stage | setup slack, ns | instances | util [%] | power (mW) | hold WS, ns |
|---|---|---|---|---|---|
| CTS | -0.0893 | 111 | 22.1 | 1.20 | 0.435 |
| global route | -0.119 | 111 | 22.1 | 1.25 | 0.457 |
| detailed placement | -0.373 | 107 | 21.4 | 0.870 | 0.784 |
| floorplan | 0.183 | 46 | - | 0.734 | 0.228 |
| global placement | -0.332 | 107 | 21.4 | 0.866 | 0.780 |
| finish | -0.0520 | 111 | 22.1 | 1.18 | 0.428 |
[cell families (layout without fill, tap and decap cells)]
group | after synthesis | count (layout)
XOR/XNOR | 18 | 18
AND/OR/NAND/NOR | 8 | 8
buffers and inverters | 8 | 27
flip-flops | 12 | 12
[cells in the final DEF (no fill, tap or decap)]
| master | n |
|---|---|
| clkbuf_4 | 3 |
| xor2_1 | 9 |
| clkdlybuf4s15_1 | 3 |
| nand2b_1 | 1 |
| and2b_2 | 1 |
| buf_4 | 5 |
| nand2_1 | 5 |
| nor2_1 | 1 |
| clkdlybuf4s50_1 | 8 |
| dfxtp_2 | 10 |
| dlygate4sd2_1 | 2 |
| xnor2_1 | 7 |
| buf_2 | 4 |
| xor2_2 | 1 |
| clkbuf_8 | 1 |
| dfxtp_1 | 2 |
| xnor3_1 | 1 |
| clkbuf_2 | 1 |
[timing repair]
item                       4_1_cts  5_1_grt
pin swaps                        4        1
gates resized                   30        3
setup endpoints to repair       10        5
cloned                           0        0
[tightest hold or removal path: stages]
cell	delay [ns]
dlygate4sd2_1	0.26
buf_4	0.15
xor2_1	0.06
No activity file was given, so power comes from the tool's default toggle rates.
