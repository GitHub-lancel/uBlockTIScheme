===== flow/design.v =====
`timescale 1ns / 1ps
module SharedSbox(
	input				clk,
	input	[03:00]		d0c0b0a0,
	input	[03:00]		d1c1b1a1,
	input	[09:00]		guards,
	output	[03:00]		h0g0f0e0,
	output	[03:00]		h1g1f1e1
    );
	wire 				d0, d1;
	wire 				c0, c1;
	wire 				b0, b1;
	wire 				a0, a1;
	wire				e0, e1, e2, e3;
	wire				f0, f1, f2, f3;
	wire				f4, f5, f6, f7;
	wire				g0, g1, g2, g3;
	wire				g4, g5, g6, g7;
	wire				h0, h1, h2, h3;
	reg					e0_r, e1_r, e2_r, e3_r;
	reg					f0_r, f1_r, f2_r, f3_r;
	reg					f4_r, f5_r, f6_r, f7_r;
	reg					g0_r, g1_r, g2_r, g3_r;
	reg					g4_r, g5_r, g6_r, g7_r;
	reg					h0_r, h1_r, h2_r, h3_r;
	wire				e0e1, e2e3;
	wire				f0f1f2f3, f4f5f6f7;
	wire				g0g1g2g3, g4g5g6g7;
	wire				h0h1, h2h3;
	wire 				rj;
	wire 				ri;
	wire 				rh;
	wire 				rg;
	wire 				rf;
	wire 				re;
	wire 				rd;
	wire 				rc;
	wire 				rb;
	wire 				ra;
	assign rj = guards[9];
	assign ri = guards[8];
	assign rh = guards[7];
	assign rg = guards[6];
	assign rf = guards[5];
	assign re = guards[4];
	assign rd = guards[3];
	assign rc = guards[2];
	assign rb = guards[1];
	assign ra = guards[0];
	assign d0 = d0c0b0a0[3];
	assign c0 = d0c0b0a0[2];
	assign b0 = d0c0b0a0[1];
	assign a0 = d0c0b0a0[0];
	assign d1 = d1c1b1a1[3];
	assign c1 = d1c1b1a1[2];
	assign b1 = d1c1b1a1[1];
	assign a1 = d1c1b1a1[0];
	assign e0 = (c0 & d0) ^ 1'b1 ^ rj;
	assign e1 = (c1 & d1) ^ a0   ^ rj;
	assign e2 = (c0 & d1)        ^ rj;
	assign e3 = (c1 & d0) ^ a1   ^ rj;
	assign f0 = (a0 & b0 & c0) ^ (a0 & b0) ^ (a0 & d0)                         ^ a0 ^ 1'b1    ^ rh ^ rg;
	assign f1 = (a0 & b0 & c1)                         ^ (b0 & c1)             ^ a0 ^ c1      ^ rg ^ rf;
	assign f2 = (a0 & b1 & c0)             ^ (a0 & c0)                         ^ a0 ^ d1      ^ rf ^ re;
	assign f3 = (a0 & b1 & c1) ^ (a0 & b1) ^ (a0 & c1) ^ (b1 & c1) ^ (a0 & d1) ^ b1 ^ c1 ^ d1 ^ re ^ rh;
	assign f4 = (a1 & b0 & c0) ^ (a1 & d0) ^ (c0 & d0) 						   ^ a1 ^ c0 ^ d0 ^ rh ^ rg;
	assign f5 = (a1 & b0 & c1) ^ (a1 & b0) ^ (b0 & c1) ^ (c1 & d0) 			   ^ b0 ^ d0      ^ rg ^ rf;
	assign f6 = (a1 & b1 & c0) ^ (a1 & b1) ^ (a1 & c0) ^ (a1 & d1) ^ (c0 & d1) ^ c0           ^ rf ^ re;
	assign f7 = (a1 & b1 & c1) ^ (a1 & c1) ^ (b1 & c1) ^ (c1 & d1)                            ^ re ^ rh;
	assign g0 = (b0 & c0 & d1) ^ (c0 & d1) 											^ 1'b1    ^ rd ^ rc;
	assign g1 = (b1 & c0 & d0) ^ a0 ^ b1 ^ d0 												  ^ rc ^ rb;
	assign g2 = (b0 & c1 & d0) ^ (b0 & c1) 													  ^ rb ^ ra;
	assign g3 = (b1 & c1 & d1) ^ (b1 & c1) ^ (c1 & d1) ^ a1 ^ c1 ^ d1 						  ^ ra ^ rd;
	assign g4 = (b0 & c0 & d0) ^ (a0 & b0) ^ a0 ^ b0 										  ^ rd ^ rc;
	assign g5 = (b1 & c0 & d1) ^ (a0 & b1) ^ (c0 & d1) ^ b1 ^ c0 ^ d1 						  ^ rc ^ rb;
	assign g6 = (b0 & c1 & d1) ^ (a1 & b0) ^ (b0 & c1) ^ (c1 & d1) 							  ^ rb ^ ra;
	assign g7 = (b1 & c1 & d0) ^ (a1 & b1) ^ (b1 & c1) ^ a1 ^ b1 ^ d0 						  ^ ra ^ rd;
	assign h0 = (b0 & c0)           ^ ri;
	assign h1 = (b0 & c1) ^ b0 ^ d1 ^ ri;
	assign h2 = (b1 & c0) ^ c0 ^ d0 ^ ri;
	assign h3 = (b1 & c1) ^ b1 ^ c1 ^ ri;
	always @(posedge clk) e0_r <= e0;
	always @(posedge clk) e1_r <= e1;
	always @(posedge clk) e2_r <= e2;
	always @(posedge clk) e3_r <= e3;
	always @(posedge clk) f0_r <= f0;
	always @(posedge clk) f1_r <= f1;
	always @(posedge clk) f2_r <= f2;
	always @(posedge clk) f3_r <= f3;
	always @(posedge clk) f4_r <= f4;
	always @(posedge clk) f5_r <= f5;
	always @(posedge clk) f6_r <= f6;
	always @(posedge clk) f7_r <= f7;
	always @(posedge clk) g0_r <= g0;
	always @(posedge clk) g1_r <= g1;
	always @(posedge clk) g2_r <= g2;
	always @(posedge clk) g3_r <= g3;
	always @(posedge clk) g4_r <= g4;
	always @(posedge clk) g5_r <= g5;
	always @(posedge clk) g6_r <= g6;
	always @(posedge clk) g7_r <= g7;
	always @(posedge clk) h0_r <= h0;
	always @(posedge clk) h1_r <= h1;
	always @(posedge clk) h2_r <= h2;
	always @(posedge clk) h3_r <= h3;
	assign e0e1 = e0_r ^ e1_r;
	assign e2e3 = e2_r ^ e3_r;
	assign f0f1f2f3 = f0_r ^ f1_r ^ f2_r ^ f3_r;
	assign f4f5f6f7 = f4_r ^ f5_r ^ f6_r ^ f7_r;
	assign g0g1g2g3 = g0_r ^ g1_r ^ g2_r ^ g3_r;
	assign g4g5g6g7 = g4_r ^ g5_r ^ g6_r ^ g7_r;
	assign h0h1 = h0_r ^ h1_r;
	assign h2h3 = h2_r ^ h3_r;
	assign h0g0f0e0 = {h0h1, g0g1g2g3, f0f1f2f3, e0e1};
	assign h1g1f1e1 = {h2h3, g4g5g6g7, f4f5f6f7, e2e3};
endmodule

===== flow/run.sh =====
#!/bin/bash
# OpenROAD 26Q1-2900-gdf79404cd8, Yosys 0.63+post, stock flow scripts
make -C /OpenROAD-flow-scripts/flow DESIGN_CONFIG=/design/flow/config.mk WORK_HOME=/design/flow/orfs finish

===== flow/config.mk =====
export PLATFORM = sky130hd
export DESIGN_NAME = SharedSbox
export DESIGN_NICKNAME = SharedSbox
export VERILOG_FILES = /design/flow/design.v
export SDC_FILE = /design/flow/constraint.sdc
export NUM_CORES = 4
export LEC_CHECK = 1
export CORE_AREA = 10 10 107 107
export DIE_AREA = 0 0 117 117

===== flow/constraint.sdc =====
current_design SharedSbox

set clk_period 2.1
set clk_io_pct 0.2

create_clock -name clk0 -period $clk_period [get_ports {clk}]

set non_clock_inputs [all_inputs -no_clocks]
set_input_delay [expr $clk_period * $clk_io_pct] -clock clk0 $non_clock_inputs
set_output_delay [expr $clk_period * $clk_io_pct] -clock clk0 [all_outputs]

==> reports/qor.txt <==
final hold vios: 0
Sink Count: 24
RSZ-0062 raised after global routing: false
Init Core Util: 14.8%
CTS HTree Levels: 1
sum of negative setup slack: 0 ps
WP buf/inv: 1
synthesis area per yosys: 1370 µm²
All-Layer GR Usage: 3.98%
main logic family after synthesis: XOR/XNOR gates
vias in the first global route: 909
XORs/XNORs by Area: 38.5%
Synth cell types: 22
core area: 9200 µm²
# fillers: 1024
clk root buf: clkbuf_8
crit end category: primary output
I/O Pins: 27
DRT iter0 DRCs: 62
adder-cell area share of the yosys netlist: 0%
CP arrival: 1410 ps
Dominant Register Cell: dfxtp_1
Power per Cell Area: 811 nW/µm²
worst-path maximum fanout: 1
clk slew on worst S/H paths: 80 ps
Hold Path Depth: 2
DRC viols: 0
Yosys Instances: 149
CTS tree: done
Pre-antenna DRT Iters: 5
Post-synth EDFFs: 0
outcome: completed
Worst Hold Class: primary input to register
Hold Startpoint: guards[9]
global-route wire length before repair: 4370 µm
pin count of the biggest net entering global routing: 15
Slew @ Worst Pin: 527 ps
horizontal die size: 117 µm
setup-violating endpoint count in the final report: 0
dpl hpwl: 2340 µm
part of the Yosys area used for sequential elements: 35.2%
Critical Path RT: 1680 ps
initial antenna violation count: 0
CTS Buffer Depth: 2
WP depth: 3
# Post-CTS Setup Buffers: 0
die area: 13700 µm²
Fmax achieved: 0.545 GHz
crit path max-delay cell type: clkdlybuf4s50_1
layout cell share with drive strength beyond 1: 5.42%
Synth Instances: 149
sequential share of power: 39.8%
Comb power frac: 32.8%
Chip Height: 117 µm
sw frac: 23.1%
drt wl/cell: 9.97 µm
final setup margin: 266 ps
Synth mux share: 0.733%
top cells by area: dfxtp_1, xnor2_1, xor2_1, buf_4, o21ai_0
Top cell area share: 35.2%
Routed WL: 2760 µm
Mapped Avg Cell Area: 9.16 µm²
Startpoint Class: register
CP top delay family: buffers and inverters
most instantiated cells after synthesis: xnor2_1, xor2_1, dfxtp_1
number of synthesized register bits: 24
cell area after synthesis: 1370 µm²
post-route ant nets: 0
global placer's final weighted congestion: 0.799
worst path cell trace: xor2_1 > xnor2_1 > clkdlybuf4s50_1
P_int: 1.09 mW
Synth area leader: dfxtp_1
Power Total: 1.42 mW
period utilization: 87.3%
CP Class: register to primary output
synthesized-area fraction occupied by and/or/nand/nor cells: 10.1%
most instantiated library cell after synthesis: xnor2_1
Complex Gates by Area: 6.23%
Clock Power Share: 27.4%
vias: 927
switching pwr: 0.327 mW
# hold bufs at CTS: 0
post-CTS sizing: 0
MaxCap Viol Count: 0
OpenROAD warning count: 25
Warnings, synthesis: 1
dpl ws: 188 ps
Slew headroom: 64.8%
antenna diode count: 0
vias per cell: 3.35
Slew Viols, Final: 0
Num CTS Buffers: 3
Final Critical Period: 1830 ps
Crit path largest cell delay: 500 ps
leakage power: 0.634 nW
Critical Path Start: g3_r
Area growth syn-to-layout: 28.2%
global route overflow: 0
port bufs: 26
# rows: 35
Async SR Flop Fraction: 0%
Max rail drop VDD: 189 µV
==> cell type report <==
class | count | area [µm²] | area share (%)
tap | 111 | 139 | 7.93
clock inverter | 1 | 30.0 | 1.72
sequential | 24 | 480 | 27.4
clock buffer | 3 | 41.3 | 2.36
timing repair buffer | 30 | 290 | 16.6
multi-input combinational | 105 | 758 | 43.3
inverter | 3 | 11.3 | 0.643
==> path summary, 6_finish.rpt <==
check | to
worst min-delay path | e0_r
worst max-delay path | h0g0f0e0[2]
==> per-layer routing <==
| layer | wire length (µm) | GRT usage (%) |
|---|---|---|
| met5 | 0 | 0 |
| met2 | 1300 | 6.64 |
| met3 | 164 | 1.03 |
| met1 | 1250 | 5.08 |
| met4 | 48 | 0.824 |
==> cells by family (layout without fill, tap and decap cells) <==
group,count (synthesis),count (layout)
buffers and inverters,20,37
DFF,24,24
and+or+nand+nor,29,29
AOI/OAI and AO/OA,15,15
muxes,1,1
xor gates and xnor gates,60,60
==> stage by stage <==
step | hold WS (ps) | cells | cell area, µm² | util (%)
floorplan | 517 | 149 | 1370 | -
global placement | 1150 | 273 | 1680 | 18.3
detailed placement | 1150 | 273 | 1680 | 18.3
CTS | 864 | 277 | 1750 | 19.0
global route | 891 | 277 | 1750 | 19.0
finish | 873 | 277 | 1750 | 19.0
==> placed cells by master (no fill, tap or decap), drive strengths merged <==
cell	instances
a21oi	4
bufinv	1
clkdlybuf4s50	26
nand3	3
nor3	4
dfxtp	24
nor2	7
nand3b	2
nor2b	3
o21ai	8
inv	3
mux2i	1
a31oi	2
xnor2	35
nand2	8
a211oi	1
clkbuf	3
nand2b	1
xor2	25
buf	4
and3	1
==> power groups by stage <==
stage | registers [mW] | logic, mW | clock network (mW)
CTS | 0.567 | 0.484 | 0.401
global route | 0.574 | 0.522 | 0.419
finish | 0.566 | 0.465 | 0.389
Power is estimated from default activity; no workload was simulated.
